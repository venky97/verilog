**flow/run.sh**
```bash
#!/bin/bash
# OpenROAD 26Q1-2900-gdf79404cd8, Yosys 0.63+post, stock flow scripts
make -C /OpenROAD-flow-scripts/flow DESIGN_CONFIG=/design/flow/config.mk WORK_HOME=/design/flow/orfs finish
```
**flow/config.mk**
```make
export PLATFORM = sky130hd
export DESIGN_NAME = bit32_2to1mux
export DESIGN_NICKNAME = bit32_2to1mux
export VERILOG_FILES = /design/flow/design.v
export SDC_FILE = /design/flow/constraint.sdc
export NUM_CORES = 4
export LEC_CHECK = 1
export CORE_AREA = 10 10 70 70
export DIE_AREA = 0 0 80 80
```
**flow/constraint.sdc**
```tcl
current_design bit32_2to1mux

set clk_period 1.0
set clk_io_pct 0.2

create_clock -name clk0 -period $clk_period

set non_clock_inputs [all_inputs -no_clocks]
set_input_delay [expr $clk_period * $clk_io_pct] -clock clk0 $non_clock_inputs
set_output_delay [expr $clk_period * $clk_io_pct] -clock clk0 [all_outputs]
```
**flow/design.v**
```verilog
module mux2to1(out,sel,in1,in2);
 input in1,in2,sel;
 output out;
 wire not_sel,a1,a2;
 not (not_sel,sel);
 and (a1,sel,in2);
 and (a2,not_sel,in1);
 or(out,a1,a2);
endmodule
module bit8_2to1mux(out,sel,in1,in2);
 input [7:0] in1,in2;
 output [7:0] out;
 input sel;
 mux2to1 m0(out[0],sel,in1[0],in2[0]);
 mux2to1 m1(out[1],sel,in1[1],in2[1]);
 mux2to1 m2(out[2],sel,in1[2],in2[2]);
 mux2to1 m3(out[3],sel,in1[3],in2[3]);
 mux2to1 m4(out[4],sel,in1[4],in2[4]);
 mux2to1 m5(out[5],sel,in1[5],in2[5]);
  mux2to1 m6(out[6],sel,in1[6],in2[6]);
 mux2to1 m7(out[7],sel,in1[7],in2[7]);
endmodule 
module bit32_2to1mux(out,sel,in1,in2);
 input [31:0] in1,in2;
 output [31:0] out;
 wire [7:0] a,b,c;
 input sel;
 genvar j;
 generate for (j=0; j<4;j=j+1) begin: mux_loop
 bit8_2to1mux m1(out[j*8+7:j*8],sel,in1[j*8+7:j*8],in2[j*8+7:j*8]);
end
endgenerate
endmodule
```
==> results.toml <==
# yosys + openroad results
[pwr]
powerDensity_nw_per_um2 = 392
max-vdd-ir-drop_mv = 0.190
finalPower_uw = 600
p_leak_uw = 0.000841

[synth]
syn-instance-count = 68
postSynthAreaPerCell_sq_um = 11.5
synth.area.top_cells = "mux2_4 (57%), buf_4 (31%), buf_12 (7.7%), mux2_2 (2.9%), buf_6 (1.4%)"
yosysTopAreaCell = "mux2_4"
yosys-stat-cells = 68
yosysTopAreaCellShare_pct = 57.4
ys.warnings.count = 0
ys_types = 5
syn_area_sq_um = 785
ys_seq_share_pct = 0
yosys_area_sq_um = 785

[finish]
flops = 0
clock_buffers = 0
fin_util_pct = 44.8
stdcell_area_sq_um = 1530
syn2layout_area_growth_pct = 95.2
instances_no_fill = 180
drive_gt1_share_pct = 52.2
most-common-layout-cells = "dlygate4sd2_1 (58), mux2_4 (32), buf_6 (20), buf_2 (12)"
regArea_sq_um = 0
layout_top_cell = "dlygate4sd2_1"

[route]
vias = 655
wl_per_cell_um = 15.6
first_iter_violations = 0
n_antenna_cell = 0
via_per_inst = 3.64
drc = 0
wl_mm = 2.81
first_pass_iters = 1
antenna_left = 0

[die]
row_count = 21
io_pins = 97
initCoreUtil_pct = 23.0
chipArea_sq_um = 6400
die_x_um = 80
core_area_sq_um = 3420
dieHeight_um = 80

[place]
io_buffers = 97
placed_area_sq_um = 1540
place_inst = 177
dpl.hpwl_mm = 2.50
globalplace.congestion = 0.780

[critical_path]
critPathMaxFanout = 8
start_kind = "input pin"
cp.required_ps = 800
worst_ep_arrival_time_ps = 980
cpPeakStageDelay_ps = 280
cp_num_cells = 5
crit_top_cell = "buf_12"
cp_top_family = "buffers and inverters"
crit_type = "in -> out"
critPathCaptureType = "output port"
cp_cell_sequence = "buf_12 > buf_12 > buf_12 > mux2_4 > buf_2"
path_buffers = 4
critPathSlowestCell = "mux2_4"

[sta]
min_period_ps = 1180
timing.hold.ws_ps = 706
timing.fmax_mhz = 844
setup_viol = 32
worst_pin_slew_ps = 77.8
maxSlewViolCount = 0
fin_ws_ps = -185
rsz0062_at_grt = "yes"
relSlewSlack_pct = 94.8
min_period_over_period_pct = 118
hold_viol = 0

[grt]
grt_max_degree = 10
gr-total-overflow = 0
grt_pass1_wl_mm = 4.07
antenna_found_initial = 0
grt_usage_pct = 7.85
grt_pass1_vias = 720

[min_path]
hold_depth = 3
holdCritPathClass = "in -> out"

[job]
warnings = 35
maxCapViolCount = 0

[clocking]
hold_buffers = 0

[outcome]
outcome = "complete, but fails checks"
violations = "setup timing"
-- final timing paths --
path | start | endpoint | slack [ps]
setup / recovery | sel | out[11] | -180
hold / removal | in2[8] | out[8] | 710
-- tightest hold or removal path, delay by kind of cell --
| family | cells | cell delay, ps |
|---|---|---|
| buffers and inverters | 2 | 170 |
| multiplexers | 1 | 130 |
-- power by group --
| group | switching (uW) | internal, uW |
|---|---|---|
| sequential | 0 | 0 |
| clock | 0 | 0 |
| combinational | 133 | 467 |
-- cells by family after synthesis --
group / after synthesis / share of synthesized area [%]
buffers and inverters: 36 / 39.7
multiplexers: 32 / 60.3
-- through the flow --
stage	setup TNS [ps]	setup slack, ps
floorplan	-1450	-48.2
global placement	-15330	-502
detailed placement	-15430	-508
CTS	-2800	-194
global route	-2990	-200
finish	-2490	-185
-- routing by layer --
layer | vias up | wire length, um | track usage (%)
met1 | 281 | 1060 | 9.36
li1 | 333 | - | -
met3 | 0 | 261 | 2.50
met2 | 41 | 1490 | 14.1
met5 | - | 0 | 0
met4 | 0 | 0 | 0
-- area by class of cell --
cell class,instances,area (sq um)
fillers,357,1880
repair buffers,102,993
multi-input cells,32,480
well taps,46,57.6
-- repair_timing --
| item | 4_1_cts | 5_1_grt |
|---|---|---|
| setup endpoints to repair | 32 | 32 |
| cloned | 2 | 0 |
| gates resized | 180 | 7 |
| buffers inserted | 1 | 0 |
-- cells in the mapped netlist (all sizes together) --
cell type   n
buf        36
mux2       32
Power figures rest on the tool's default switching activity, not on a simulated workload.
