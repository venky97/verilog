==> design.v <==
module add8bit(cout,out,in1,in2,cin);
 input [7:0] in1,in2;
 output [7:0] out;
 input cin;
 output cout;
 wire t[7:0];
 genvar j;
  add1 m1(t[0],out[0],in1[0],in2[0],cin);
 generate for (j=1; j<8;j=j+1) begin: add_loop
 add1 m1(t[j],out[j],in1[j],in2[j],t[j-1]);
end
endgenerate
assign cout = t[7];
endmodule
module add1 (Cout, Sum,In1,In2,Cin);
 input In1,In2;
 input Cin;
 output Cout;
 output Sum;
 assign {Cout,Sum}=In1+In2+Cin;
endmodule
module ads8bit(cout,out,in1,in2,cin,bi);
 input [7:0] in1,in2;
 output [7:0] out;
 input cin,bi;
 output cout;
 wire [7:0] t,z,r;
 wire as;
 genvar j;
  add1 m1(t[0],out[0],in1[0],in2[0],cin);
generate for (j=1; j<8;j=j+1)
xor(z[j],in2[j],bi);
endgenerate 
 add8bit a1 (as,r,z,8'h01,1'b0);
 generate for (j=1; j<8;j=j+1) begin: add_loop
 add1 m1(t[j],out[j],in1[j],r[j],t[j-1]);
end
endgenerate
assign cout = t[7];
endmodule
==> run.sh <==
#!/bin/bash
# OpenROAD 26Q1-2900-gdf79404cd8, Yosys 0.63+post, stock flow scripts
make -C /OpenROAD-flow-scripts/flow DESIGN_CONFIG=/design/flow/config.mk WORK_HOME=/design/flow/orfs finish
==> config.mk <==
export PLATFORM = sky130hd
export DESIGN_NAME = ads8bit
export DESIGN_NICKNAME = ads8bit
export VERILOG_FILES = /design/flow/design.v
export SDC_FILE = /design/flow/constraint.sdc
export NUM_CORES = 4
export LEC_CHECK = 1
export CORE_AREA = 10 10 70 70
export DIE_AREA = 0 0 80 80
==> constraint.sdc <==
current_design ads8bit

set clk_period 5.8
set clk_io_pct 0.2

create_clock -name clk0 -period $clk_period

set non_clock_inputs [all_inputs -no_clocks]
set_input_delay [expr $clk_period * $clk_io_pct] -clock clk0 $non_clock_inputs
set_output_delay [expr $clk_period * $clk_io_pct] -clock clk0 [all_outputs]
==> qor.yml <==
timing:
  setup-tns-final_ns: 0
  rsz0062_at_grt: "false"
  fmax_ghz: 0.1782
  timing.hold.ws_ns: 3.088
  fin_crit_ns: 5.612
  finalClockPeriodUsage_pct: 96.75
  finalMaxSlewViolations: 0
  hold_viol_final: 0
  maxSlewHeadroom_pct: 87.22
  tightest_slew_ns: 0.1903
  fin_ws_ns: 0.1883
  finalSetupViolCount: 0
place:
  place_area_um2: 633.1
  io_buffers: 27
  pre_cts_ws_ns: -0.8712
  place.gp.congestion: 0.8366
  placed_cells: 106
synth:
  synth_chip_area_um2: 364.1
  yosysTopAreaCell: "fa_1"
  avgSynthCellArea_um2: 8.880
  synth.top_cell.area_share_pct: 43.99
  area_leaders: "fa_1, inv_1, buf_4"
  ys_cells: 41
  syn_area_um2: 364.1
  syn_inst: 41
  synth_warnings: 2
  yosys.cell_types.count: 6
  ys_seq_share_pct: 0
grt:
  grtUsageTotal_pct: 2.870
  grt_first_pass_wirelength_um: 1469
  use_met3_pct: 2.614
  globalRouteMet2Util_pct: 2.729
  grtUsageMet1_pct: 4.484
  antenna_found_initial: 0
  grt_max_degree: 7
  overflow: 0
  grt_pass1_vias: 315
  busiest_layer: "met1"
power:
  power_density_nw_per_um2: 108.6
  leakage_nw: 0.2832
  ir_drop_uv: 33.72
  total_power_mw: 0.06862
floorplan:
  core_region_area_um2: 3416
  initCoreUtil_pct: 10.66
  chipHeight_um: 80
  fp-row-count: 21
  dieArea_um2: 6400
  pin_count: 27
  fp.dieW_um: 80
job:
  drv_cap: 0
  warnings: 33
setup_path:
  setup.worst_path.end_class: "primary output"
  critPathLaunchType: "input port"
  path_max_fanout: 1
  crit_type: "input port to primary output"
  worst_ep_required_time_ns: 4.64
  arrival_ns: 4.45
  critPathLaunch: "cin"
final_layout:
  ff_count: 0
  syn2layout_area_growth_pct: 73.54
  flop_area_um2: 0
  drive_gt1_share_pct: 30.00
  fillers: 383
  stdcell_count: 106
  utilization_pct: 18.50
  finalInstanceArea_um2: 631.9
  mi_logic_area_um2: 249.0
  clkbuf_count: 0
drt:
  drc: 0
  vias: 274
  ant_nets: 0
  viasPerCell: 2.585
  n_antenna_cell: 0
  first_pass_iters: 1
  first_iter_violations: 0
  routedWlPerCell_um: 8.651
  wl_um: 917
status:
  status: "complete, no violations"
clock_tree:
  post-cts-setup-buffer-count: 0
  cts_hold_buf: 0
hold_path:
  hold_path_startpoint: "cin"
  hold_path.class: "input port to primary output"
[critical path: stages]
cell and delay [ns]:
buf_6 0.07, inv_2 0.03, fa_2 0.38, fa_2 0.37, fa_2 0.37, fa_2 0.38, fa_2 0.37, fa_2 0.37
fa_2 0.36, inv_2 0.07, fa_2 0.40, buf_2 0.12
[cells by family (layout without fill, tap and decap cells)]
logic type	count (synthesis)	count (layout)	synth area share [%]
buffers and inverters	26	45	37.11
xor gates and xnor gates	7	7	18.90
adders and majority gates	8	8	43.99
[where the power goes]
group,switching [mW],internal (mW)
logic,0.0228,0.0458
clock network,0,0
registers,0,0
total,0.0228,0.0458
[final cells by class]
cell class	count	share of cell area (%)
Timing Repair Buffer	28	41.39
Multi-Input combinational cell	15	39.41
Tap cell	46	9.109
Inverter	17	10.10
[cell usage in the layout, fill, tap and decap left out]
cell type / instances
buf_2: 3
buf_4: 1
buf_6: 1
clkdlybuf4s50_1: 18
dlygate4sd2_1: 4
dlymetal6s2s_1: 1
fa_2: 8
inv_1: 13
inv_2: 4
xnor2_1: 6
xor2_2: 1
[synth_stat cells]
| cell | number |
|---|---|
| xor2_2 | 1 |
| buf_6 | 1 |
| inv_1 | 17 |
| buf_4 | 8 |
| fa_1 | 8 |
| xnor2_1 | 6 |
[per-layer routing]
| layer | routed length (µm) | part of all wire (%) |
|---|---|---|
| met2 | 216 | 24 |
| met1 | 427 | 47 |
| met5 | 0 | 0 |
| met4 | 0 | 0 |
| met3 | 273 | 30 |
[path summary, 6_finish.rpt]
check / endpoint / slack, ns / depth (start not counted)
max: out[7] / 0.19 / 12
min: out[0] / 3.09 / 5
[what timing repair did]
| action | in CTS | in global routing |
|---|---|---|
| pin swaps | 9 | 6 |
| endpoints found under the setup margin | 4 | 1 |
| endpoints found under the hold margin | 0 | 0 |
| resized | 26 | 2 |
Power figures rest on the tool's default switching activity, not on a simulated workload.
