--- config.mk ---
export PLATFORM = sky130hd
export DESIGN_NAME = muxreg
export DESIGN_NICKNAME = muxreg
export VERILOG_FILES = /design/flow/design.v
export SDC_FILE = /design/flow/constraint.sdc
export NUM_CORES = 4
export LEC_CHECK = 1
export CORE_UTILIZATION = 30
--- run.sh ---
#!/bin/bash
# OpenROAD 26Q1-2900-gdf79404cd8, Yosys 0.63+post, stock flow scripts
make -C /OpenROAD-flow-scripts/flow DESIGN_CONFIG=/design/flow/config.mk WORK_HOME=/design/flow/orfs finish
--- design.v ---
module muxreg(regdata,q1,q2,q3,q4,reg_no);
	input[1:0] reg_no;
	input[31:0] q1,q2,q3,q4;
	output[31:0] regdata;
	reg[31:0] regdata;
	always@ (reg_no)
	begin
		if(reg_no[0]==0&&reg_no[1]==0)
			regdata <= q1;
		if(reg_no[0]==0&&reg_no[1]==1)
			regdata <= q2;
		if(reg_no[0]==1&&reg_no[1]==0)
			regdata <= q3;
		if(reg_no[0]==1&&reg_no[1]==1)
			regdata <= q4;
	end
endmodule
--- constraint.sdc ---
current_design muxreg

set clk_period 4.8
set clk_io_pct 0.2

create_clock -name clk0 -period $clk_period

set non_clock_inputs [all_inputs -no_clocks]
set_input_delay [expr $clk_period * $clk_io_pct] -clock clk0 $non_clock_inputs
set_output_delay [expr $clk_period * $clk_io_pct] -clock clk0 [all_outputs]
==> run summary <==
Notes on the flow run.

- The post-synthesis cell area is roughly 1300 µm², for reference.
- Per the post-synthesis report, the number of cells in the design is 73.
- On the critical path the data arrives at 3.02 ns.
- The most used flip-flop cell is sky130_fd_sc_hd__dlxtn_1, for reference.
- In this run, the number of DRC markers left after iteration 0 of detailed routing was 51.
- The total wire length is roughly 4.2 mm, for reference.
- The critical path contains buffers and inverters numbering 3 combined.
- Yosys reported a register bit count of 32.
- The count of final hold-check violations is 0, for reference.
- Using the TritonRoute via totals, the vias-per-cell ratio works out to ~4.3.
- Warnings reported by Yosys during synthesis add up to 1.
- Per the timing report, the achievable frequency comes out to about 250 MHz.
- The global-route wire length before repair is ~6.0 mm, for reference.
- The final timing report derives a shortest allowable period of slightly below 4 ns.
- The area fraction in full adders, half adders and majority gates is 0, for reference.
- The area fraction in compound gates after synthesis is 0, for reference.
- The chip area is ~4600 µm², for reference.
- The last timing report of the flow puts the setup violation total at 0.
- In the setup report, the worst path falls into the class input port to primary output.
- The simple-gate area share of the yosys netlist is 0, for reference.
- In this run the critical path is formed by clkdlybuf4s50_1 > buf_4 > mux4_2 > dlxtn_1 > clkdlybuf4s50_1.
- Entering global routing, the biggest net connects 33 pins.
- At the end of routability-driven placement, the weighted congestion stood at a little over 0.8.
- Counting flops with a built-in enable in the synthesized netlist gives 0.
- The critical path capture point type is a primary output, for reference.
- The number of post-CTS setup repair buffers is 0, for reference.
- The number of remaining DRC errors is 0, for reference.
- The leakage power in the latest report is 1.219 nW.
- Per the synthesis report, the dominant area consumer among library cells is sky130_fd_sc_hd__mux4_2.
- In this run the remaining antenna-violating nets after routing total 0.
- The total via count in the routed design is approximately 1300, for reference.
- The maximum vdd drop is 0.00008200 V, for reference.
- The via count of the first global-routing pass was ~1300.
- In the synthesis report, Yosys lists the chip area as roughly 1300 µm².
- The max-slew headroom at the worst pin is 0.6081, for reference.
- The largest single stage delay on the critical path is approximately 0.57 ns.
- The most frequent cell on the critical path is sky130_fd_sc_hd__clkdlybuf4s50_1, for reference.
- The worst-margin pin slew is approximately 0.59 ns, for reference.
- The registers reported with the highest flop counts are regdata x32.
- Max-slew check failures listed in the final report amount to 0.
- The largest driver fanout on the critical path is 32, for reference.
- The sum of negative setup slack is 0 ns, for reference.
- The die is 67.89 µm tall.
- The number of standard-cell rows in the floorplan is 23, for reference.
- The count of unclocked register or latch pins is 32, for reference.
- The register with the most flip-flops in the layout has 32 of them.
- The startpoint kind of the worst setup timing path is an input port, for reference.
- By count the netlist is led by sky130_fd_sc_hd__dlxtn_1 (32), sky130_fd_sc_hd__mux4_2 (30), sky130_fd_sc_hd__buf_12 (3), sky130_fd_sc_hd__buf_2 (3), sky130_fd_sc_hd__mux4_1 (2).
- In this run the tools logged warnings totalling 33.
- The critical path endpoint has a required time of roughly 3.8 ns.
- The count of hold-fix buffers inserted at cts is 0, for reference.
- The initial antenna violation count is 0, for reference.
- The total track usage is 0.1864, for reference.
- The detailed-router iteration count before antenna repair is 2, for reference.
- Measured along the x axis, the die boundary spans roughly 68 µm.
- regdata holds more flip-flops than any other register.
- The number of unconstrained endpoints is 32, for reference.
- After synthesis, the mean cell area works out to 17.84 µm².
- The report lists the number of cells resized after CTS as 0.
- The prevailing logic family in the synthesized netlist is multiplexers, for reference.
- The region available for standard cell placement spans about 4000 µm².
- The slowest library cell on the worst path is sky130_fd_sc_hd__mux4_2, for reference.
- Grouping stages by cell kind, the critical path spends the most delay in buffers and inverters.
- Per the final layout report, the fraction of cells sized above drive strength 1 comes to 0.1269.
- The wire-length estimate of the detail-placed layout is ~3.7 mm.
- During I/O placement, the number of pins put on the boundary was about 160.
- The starting density of the core is 0.3187, for reference.
- Post-route period utilization is reported as 0.8289.
- Input and output buffers added on the ports amount to 162.
- After synthesis, the share of cell area in mux cells is 0.5591.
- The main area contributors are sky130_fd_sc_hd__mux4_2 (52%), sky130_fd_sc_hd__dlxtn_1 (37%), sky130_fd_sc_hd__buf_12 (4.6%).
- The share of the synthesized netlist area taken by xor and xnor gates is 0, for reference.
- Setup repair after global routing left no endpoint under its margin.
- The flow measured a signed area growth from synthesis to layout of 132.1%.
- The netlist uses 8 different library cells.
- The number of antenna diodes in the final layout is 0.
- The fraction of registers with async set/reset is 0, for reference.
- The number of maximum-capacitance violations recorded for the run is 0.
- The most repeated cell in the gate-level netlist after synthesis is sky130_fd_sc_hd__dlxtn_1, for reference.
- In this run the power density over the cells is about 73 nW/µm².
- Per the GRT congestion report, total overflow comes to 0.
- The area fraction of the largest cell type after synthesis is 0.5187.
- Overall power consumption after layout is estimated at around 0.00022 W.
- Yosys stat counts between 70 and 80 cells in the synthesized netlist.
- The run finished with clean final reports.
- The average wire per cell in the routed design is roughly 14 µm, for reference.
[cell usage in the layout (no fill, tap or decap)]
| master | synthesis | layout |
|---|---|---|
| sky130_fd_sc_hd__buf_4 | 0 | 2 |
| sky130_fd_sc_hd__mux4_2 | 30 | 30 |
| sky130_fd_sc_hd__clkdlybuf4s50_1 | 0 | 161 |
| sky130_fd_sc_hd__conb_1 | 1 | 32 |
| sky130_fd_sc_hd__mux4_1 | 2 | 2 |
| sky130_fd_sc_hd__buf_2 | 3 | 1 |
| sky130_fd_sc_hd__dlxtn_1 | 32 | 32 |
[power breakdown]
group	internal (W)	leakage, nW	switching (W)	total (W)
Clock	0	0	0	0
Combinational	0.000154	0.959	0.0000350	0.000189
Sequential	0.0000293	0.260	0.00000309	0.0000323
[metrics by stage]
stage          cell area [µm²]    util  cells  worst slack [ns]
2_1_floorplan             1419       -    104             1.922
4_1_cts                   3023  0.7397    310            0.8219
3_5_place_dp              3023  0.7397    310            0.8219
3_3_place_gp              3023  0.7397    310            0.8129
5_1_grt                   3023  0.7397    310            0.7671
6_report                  3023  0.7397    310            0.8214
[worst max-delay path by stage]
stage,from,endpoint,cells past startpoint
after CTS,reg_no[1],regdata[30],5
after global routing,reg_no[1],regdata[30],5
final,reg_no[1],regdata[30],5
[kinds of logic after synthesis]
family,Yosys count
latches,32
buffers and inverters,8
other,1
multiplexers,32
[layout make-up]
type	count	area, µm²
repair buffers	164	1632
flip-flops and latches	32	480.5
multi-input cells	64	848.3
fillers	321	1064
well taps	50	62.56
[routing by layer]
layer  GRT usage  wire length (µm)  vias up
met5           0                 0        -
met4    0.007813                19        0
met3     0.04392               488        2
met2      0.3354              2321       71
met1      0.2490              1363      599
li1            -                 -      650
Power and IR drop assume default switching activity.
